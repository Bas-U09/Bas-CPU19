### config.mk
export PLATFORM = sky130hd
export DESIGN_NAME = RegisterFile
export DESIGN_NICKNAME = RegisterFile
export VERILOG_FILES = /design/flow/design.v
export SDC_FILE = /design/flow/constraint.sdc
export NUM_CORES = 4
export LEC_CHECK = 1
export CORE_UTILIZATION = 30
### constraint.sdc
current_design RegisterFile

set clk_period 4.9
set clk_io_pct 0.2

create_clock -name clk0 -period $clk_period [get_ports {clk}]

set non_clock_inputs [all_inputs -no_clocks]
set_input_delay [expr $clk_period * $clk_io_pct] -clock clk0 $non_clock_inputs
set_output_delay [expr $clk_period * $clk_io_pct] -clock clk0 [all_outputs]
### design.v
module RegisterFile(
  input clk,
  input [2:0] rs1,rs2,rd,   
  input [18:0] write_data,
  input write_enable,
  output [18:0] data1,data2
);
reg [18:0] registers [7:0];    
  assign data1 = registers[rs1];
    assign data2 = registers[rs2];
always @(posedge clk) begin
  if(write_enable)begin
     registers[rd]<=write_data;
  end
 end
endmodule
### run.sh
#!/bin/bash
# OpenROAD 26Q1-2900-gdf79404cd8, Yosys 0.63+post, stock flow scripts
make -C /OpenROAD-flow-scripts/flow DESIGN_CONFIG=/design/flow/config.mk WORK_HOME=/design/flow/orfs finish
==> impl_results.html <==
<!-- implementation run metrics -->
<table>
<tr><th>Metric</th><th>Value</th></tr>
<tr><th colspan="2">Run status</th></tr>
<tr><td>Status</td><td>finished clean</td></tr>
<tr><th colspan="2">Synth</th></tr>
<tr><td>Largest cells by area</td><td>sky130_fd_sc_hd__edfxtp_1 65%, sky130_fd_sc_hd__mux4_2 18%, sky130_fd_sc_hd__mux4_1 7.5%</td></tr>
<tr><td>Sequential cell area fraction in the yosys report</td><td>about two thirds</td></tr>
<tr><td>Cell type with the largest total area after synthesis</td><td>sky130_fd_sc_hd__edfxtp_1</td></tr>
<tr><td>Post-synthesis instance area</td><td>between 7000 and 8000 sq um</td></tr>
<tr><td>Yosys synthesis chip area</td><td>approximately 7000 sq um</td></tr>
<tr><td>Number of distinct standard cells referenced by the synthesized netlist</td><td>14</td></tr>
<tr><td>Share of the synthesized area in the top cell type</td><td>between 60% and 70%</td></tr>
<tr><td>Number of standard cells reported by yosys</td><td>between 200 and 300</td></tr>
<tr><td>Synth Register Bits</td><td>between 150 and 200</td></tr>
<tr><td>Synthesized instance count</td><td>approximately 300</td></tr>
<tr><td>Average cell area after synthesis</td><td>~23 sq um</td></tr>
<tr><td>Count of warnings emitted by yosys</td><td>1</td></tr>
<tr><th colspan="2">Worst setup path</th></tr>
<tr><td>Max FO, Critical Path</td><td>22</td></tr>
<tr><td>Required time at the endpoint of the critical path</td><td>just under 4 ns</td></tr>
<tr><td>Data arrival time at the worst-slack endpoint</td><td>roughly 3.1 ns</td></tr>
<tr><td>Startpoint class of the critical path</td><td>input port</td></tr>
<tr><td>Crit Path Category</td><td>input port to output pin</td></tr>
<tr><td>Kind of end point of the critical path</td><td>output pin</td></tr>
<tr><th colspan="2">Place</th></tr>
<tr><td>Placer Congestion</td><td>0.762</td></tr>
<tr><td>Worst setup slack after placement</td><td>~0.82 ns</td></tr>
<tr><td>Placed wire-length estimate after detailed placement</td><td>8730 um</td></tr>
<tr><td>Input/output buffers</td><td>around 67</td></tr>
<tr><th colspan="2">Layout</th></tr>
<tr><td>Share of layout cells above drive strength 1</td><td>39.0%</td></tr>
<tr><td>Number of fill cells in the layout</td><td>roughly 2,000</td></tr>
<tr><td>Registers with the most flip-flops</td><td>registers: 152 flops</td></tr>
<tr><td>Area growth syn-to-layout</td><td>24.3%</td></tr>
<tr><td>Post-Route Utilization</td><td>between 30% and 40%</td></tr>
<tr><td>Register containing the most flip-flops in the final layout</td><td>registers</td></tr>
<tr><td>Max reg flops</td><td>152</td></tr>
<tr><th colspan="2">Die</th></tr>
<tr><td>Row cnt</td><td>between 50 and 60</td></tr>
<tr><td>Placeable core region</td><td>about 23,000 sq um</td></tr>
<tr><td>Die width</td><td>approximately 150 um</td></tr>
<tr><td>Floorplan Utilization</td><td>30.7%</td></tr>
<tr><td>Die Area</td><td>approximately 24,000 sq um</td></tr>
<tr><td>Count of boundary I/O pins</td><td>around 68</td></tr>
<tr><td>Floorplan die height</td><td>about 150 um</td></tr>
<tr><th colspan="2">Timing</th></tr>
<tr><td>Setup slack of the critical path after layout</td><td>approximately 0.87 ns</td></tr>
<tr><td>Pin slew with the least headroom to its limit</td><td>roughly 0.76 ns</td></tr>
<tr><td>Final period util</td><td>around 82%</td></tr>
<tr><td>Final setup vio count</td><td>0</td></tr>
<tr><td>Setup tns final</td><td>0 ns</td></tr>
<tr><td>Final Hold Vio Count</td><td>0</td></tr>
<tr><td>Pins over their slew limit</td><td>0</td></tr>
<tr><td>Fmax</td><td>about 250 MHz</td></tr>
<tr><td>Slew HR</td><td>slightly below 50%</td></tr>
<tr><td>Minimum clock period after layout</td><td>roughly 4.0 ns</td></tr>
<tr><td>Unrepaired setup endpoints after global routing</td><td>no</td></tr>
<tr><th colspan="2">Clock tree</th></tr>
<tr><td>Setup Buffers After CTS</td><td>0</td></tr>
<tr><td>Max clock buf depth</td><td>2</td></tr>
<tr><td>Cells resized by post-CTS repair</td><td>0</td></tr>
<tr><td>Clk Tree Root Cell</td><td>sky130_fd_sc_hd__clkbuf_16</td></tr>
<tr><td>TritonCTS clock tree</td><td>done</td></tr>
<tr><td>H-tree level count</td><td>4</td></tr>
<tr><td>Number of clock buffers inserted by TritonCTS</td><td>17</td></tr>
<tr><td>Clock transition at the registers of the reported paths</td><td>about 0.06 ns</td></tr>
<tr><td>Number of clock sinks</td><td>about 150</td></tr>
<tr><td>Cts-stage hold buffer count</td><td>0</td></tr>
<tr><th colspan="2">Detailed routing</th></tr>
<tr><td>Total met2 wirelength after detailed routing</td><td>8140 um</td></tr>
<tr><td>Routed wire length on met3</td><td>~1400 um</td></tr>
<tr><td>Highest routed metal layer</td><td>met4</td></tr>
<tr><td>Met1 Wirelength</td><td>~5100 um</td></tr>
<tr><td>Vias per Instance</td><td>slightly below 5</td></tr>
<tr><td>Iteration tally of the first detailed-router pass</td><td>4</td></tr>
<tr><td>Diodes inserted</td><td>0</td></tr>
<tr><td>Final wirelength</td><td>about 15,000 um</td></tr>
<tr><td>Remaining antenna violation count after routing</td><td>0</td></tr>
<tr><td>DRC violations left</td><td>0</td></tr>
<tr><td>Average wire per cell in the routed design</td><td>between 20 and 25 um</td></tr>
<tr><td>Total via count after detailed routing</td><td>between 3,000 and 4,000</td></tr>
<tr><td>DRT iter0 DRCs</td><td>183</td></tr>
<tr><th colspan="2">Worst hold path</th></tr>
<tr><td>Hold_sp</td><td>write_data[17]</td></tr>
<tr><td>Worst-case hold path end point</td><td>registers[1][17]</td></tr>
<tr><td>Worst min-delay path class</td><td>input port to register</td></tr>
<tr><td>Number of cells on the worst hold path</td><td>1</td></tr>
<tr><th colspan="2">Power and ir drop</th></tr>
<tr><td>Net Sw Frac</td><td>~20%</td></tr>
<tr><td>Pint</td><td>approximately 0.0026 W</td></tr>
<tr><td>Part of the total power dissipated in the clock network</td><td>between 40% and 50%</td></tr>
<tr><td>Standby leakage power</td><td>between 2 and 3 nW</td></tr>
<tr><td>Portion of total power attributed to combinational logic</td><td>under 10%</td></tr>
<tr><td>Net load switching power</td><td>0.000627 W</td></tr>
<tr><td>Reg power frac</td><td>46.7%</td></tr>
<tr><td>Cell area power density</td><td>between 300 and 400 nW/um^2</td></tr>
<tr><td>Largest vdd supply drop</td><td>214 uV</td></tr>
<tr><th colspan="2">GRT</th></tr>
<tr><td>Initial antenna violation count</td><td>0</td></tr>
<tr><td>GRT Util Overall</td><td>13.5%</td></tr>
<tr><td>First-pass GRT wire length</td><td>~22,000 um</td></tr>
<tr><td>Largest net degree at the start of global routing</td><td>29</td></tr>
<tr><td>GRT overflow</td><td>0</td></tr>
<tr><td>Via count of the first global-routing pass</td><td>3,818</td></tr>
<tr><th colspan="2">Flow run</th></tr>
<tr><td>Number of maximum-capacitance constraint violations</td><td>0</td></tr>
<tr><td>Total number of warnings across the stage logs</td><td>25</td></tr>
</table>
## synth_stat cells
| master | n |
|---|---|
| sky130_fd_sc_hd__buf_1 | 4 |
| sky130_fd_sc_hd__buf_12 | 4 |
| sky130_fd_sc_hd__buf_2 | 6 |
| sky130_fd_sc_hd__buf_6 | 2 |
| sky130_fd_sc_hd__clkbuf_1 | 2 |
| sky130_fd_sc_hd__clkbuf_2 | 2 |
| sky130_fd_sc_hd__edfxtp_1 | 152 |
| sky130_fd_sc_hd__mux2_2 | 38 |
| sky130_fd_sc_hd__mux4_1 | 20 |
| sky130_fd_sc_hd__mux4_2 | 56 |
| sky130_fd_sc_hd__nand2_1 | 2 |
| sky130_fd_sc_hd__nand2b_1 | 3 |
| sky130_fd_sc_hd__nor2_1 | 6 |
| sky130_fd_sc_hd__nor3_1 | 2 |
## cell type report
class / instances / area (sq um) / share of cell area (%)
Clock inverter: 15 / 223 / 2.56
Timing Repair Buffer: 84 / 803 / 9.23
Clock buffer: 17 / 425 / 4.89
Multi-Input combinational cell: 127 / 2300 / 26.4
Sequential cell: 152 / 4560 / 52.4
Tap cell: 313 / 392 / 4.50
## cell usage in the layout (no fill, tap or decap)
| cell | Yosys | final |
|---|---|---|
| sky130_fd_sc_hd__edfxtp_1 | 152 | 152 |
| sky130_fd_sc_hd__clkdlybuf4s50_1 | 0 | 63 |
| sky130_fd_sc_hd__mux4_2 | 56 | 56 |
| sky130_fd_sc_hd__mux2_2 | 38 | 38 |
| sky130_fd_sc_hd__mux4_1 | 20 | 20 |
| sky130_fd_sc_hd__clkbuf_16 | 0 | 17 |
| sky130_fd_sc_hd__buf_4 | 0 | 15 |
| sky130_fd_sc_hd__nor2_2 | 0 | 6 |
| sky130_fd_sc_hd__bufinv_16 | 0 | 5 |
| sky130_fd_sc_hd__buf_2 | 6 | 4 |
| sky130_fd_sc_hd__nand2b_1 | 3 | 3 |
| sky130_fd_sc_hd__inv_6 | 0 | 3 |
| sky130_fd_sc_hd__nand2_1 | 2 | 2 |
| sky130_fd_sc_hd__nor3_2 | 0 | 2 |
| sky130_fd_sc_hd__clkinv_2 | 0 | 2 |
| sky130_fd_sc_hd__clkinvlp_4 | 0 | 2 |
| sky130_fd_sc_hd__clkinv_4 | 0 | 2 |
| sky130_fd_sc_hd__buf_12 | 4 | 2 |
| sky130_fd_sc_hd__clkinv_1 | 0 | 1 |
## cells by family after synthesis
kind of cell  count (synthesis)  synth area share, %
buf+inv                      20                 2.36
flops                       152                 65.2
simple gates                 13                0.840
mux                         114                 31.6
## critical path: stages
cell and delay (ns):
sky130_fd_sc_hd__buf_2 0.46, sky130_fd_sc_hd__buf_12 0.29, sky130_fd_sc_hd__mux4_1 0.58, sky130_fd_sc_hd__mux2_2 0.30
sky130_fd_sc_hd__clkdlybuf4s50_1 0.42
## power groups by stage
stage	Combinational (W)	Sequential [W]	Clock [W]
4_1_cts	0.000308	0.00149	0.00143
5_1_grt	0.000323	0.00150	0.00148
6_report	0.000299	0.00149	0.00140
## metal layers
layer | GRT usage (%) | vias up
met4 | 1.41 | 0
li1 | - | 1508
met2 | 23.5 | 156
met5 | 0 | -
met3 | 7.08 | 11
met1 | 15.7 | 1749
## how the worst max path moves through the flow
| stage | from | endpoint | slack [ns] | depth (start not counted) |
|---|---|---|---|---|
| final | rs1[0] | data1[17] | 0.87 | 5 |
| after global routing | rs1[0] | data1[17] | 0.73 | 5 |
| after CTS | rs1[0] | data1[17] | 0.81 | 5 |
## per-stage QoR
stage | instances | power, W | hold slack, ns | instance area (sq um)
after floorplan | 299 | 0.00167 | 1.08 | 7000
after global placement | 676 | 0.00182 | 1.70 | 8060
after detailed placement | 676 | 0.00183 | 1.72 | 8060
after CTS | 708 | 0.00323 | 1.27 | 8710
after global routing | 708 | 0.00330 | 1.28 | 8710
final | 708 | 0.00319 | 1.29 | 8710
Power figures rest on the tool's default switching activity, not on a simulated workload.
