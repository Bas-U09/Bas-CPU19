==> flow/run.sh <==
#!/bin/bash
# OpenROAD 26Q1-2900-gdf79404cd8, Yosys 0.63+post, stock flow scripts
make -C /OpenROAD-flow-scripts/flow DESIGN_CONFIG=/design/flow/config.mk WORK_HOME=/design/flow/orfs finish
==> flow/config.mk <==
export PLATFORM = sky130hd
export DESIGN_NAME = ALU
export DESIGN_NICKNAME = ALU
export VERILOG_FILES = /design/flow/design.v
export SDC_FILE = /design/flow/constraint.sdc
export NUM_CORES = 4
export LEC_CHECK = 1
export CORE_UTILIZATION = 50
==> flow/constraint.sdc <==
current_design ALU

set clk_period 120.3
set clk_io_pct 0.2

create_clock -name clk0 -period $clk_period

set non_clock_inputs [all_inputs -no_clocks]
set_input_delay [expr $clk_period * $clk_io_pct] -clock clk0 $non_clock_inputs
set_output_delay [expr $clk_period * $clk_io_pct] -clock clk0 [all_outputs]
==> flow/design.v <==
module ALU(
	input[18:0]A,B,
	input [4:0] opcode,
	output reg [18:0] result,
	output reg zero,
	output reg negative
	    );
   always @(*) begin
	case(opcode)
	  5'b00001:result=A+B;
	  5'b00010:result=A-B;
	  5'b00011:result=A*B;
	  5'b00100:result=A/B;
	  5'b00101:result=A+1;
	  5'b00110:result=A-1;
	  5'b00111:result=A&B;	
	  5'b01000:result=A|B;
	  5'b01001:result=A^B;
	  5'b01010:result=~A;
	  default:result=19'b0;
	endcase
  zero=(result==19'b0);	 
  negative=result[18];	 
 end
endmodule
==> results_dict.tcl <==
# implementation run metrics
set metrics [dict create \
    ctsResizeCount 0 \
    cp_slowest_cell "clkdlybuf4s50_1" \
    dieHeight_um 192 \
    slew_headroom_pct 41.3 \
    antenna_found_initial 2 \
    synth_area_mm2 0.0180 \
    rsz0062_at_grt "no" \
    num_antenna_cells 0 \
    drive_above_1_share_pct 6.06 \
    drt_pass1_iterations 5 \
    fillers 3426 \
    avgSynthCellArea_um2 7.25 \
    finalSetupViolations 0 \
    drv_slew 0 \
    drt_wl_total_um 69300 \
    hold_viol 0 \
    arrival_ns 64.80 \
    p_seq_share_pct 0 \
    cp-end-kind "output port" \
    crit_required_ns 96.24 \
    top_area_share_pct 21.8 \
    pin_count 64 \
    synth.most_common_cell "ha_1" \
    final.min_clock_period_ns 88.86 \
    grt_pass1_wl_um 105000 \
    pre_cts_ws_ns 32.19 \
    warning_count 56 \
    design_area_mm2 0.0193 \
    crit_fanout 21 \
    coreArea_mm2 0.0355 \
    fin_tns_setup_ns 0 \
    ff_count 0 \
    io_buffers 64 \
    syn2layout_area_growth_pct 7.52 \
    fin_util_pct 54.4 \
    p_leak_nw 9.15 \
    outcome "finished, final reports clean" \
    synth_warnings 1 \
    chipArea_mm2 0.0367 \
    grt_util_all_layers_pct 39.4 \
    grt_max_degree 46 \
    hold_start "opcode[4]" \
    cp-startpoint "B[5]" \
    hold_path_class "input pin to output port" \
    flop_area_um2 0 \
    clkbuf_count 0 \
    wl_per_cell_um 23.3 \
    netlist_top_cells_count "ha_1 (313), nand2_1 (258), inv_1 (245)" \
    combPwrFrac_pct 100.0 \
    via_per_inst 6.29 \
    crit_top_cell "ha_1" \
    switching_share_pct 58.1 \
    cap_violations 0 \
    hpwl_um 54200 \
    tightest_slew_ns 0.878 \
    vias 18681 \
    overflow 0 \
    drtIter0Drc 1475 \
    mi_logic_area_mm2 0.0166 \
    fp-row-count 69 \
    antenna_left 0 \
    cts_hold_buf 0 \
    ys_types 91 \
    drc 0 \
    synth_cells 2476 \
    ys_cells 2476 \
    ys_seq_share_pct 0 \
    design_power_total_mw 0.241 \
    post-cts-setup-buffers 0 \
    top_cells_by_area "ha_1 (22%), fa_1 (14%), xnor2_1 (5.4%)" \
    yosys_area_mm2 0.0180 \
    clock_power_share_pct 0 \
    path_class "input pin to output port" \
    synth_area_leader_cell "ha_1" \
    crit_end "zero" \
    timing.critical_path.slowest_cell_delay_ns 0.87 \
    initial_core_util_pct 50.6 \
    vdd_ir_drop_max_mv 0.0256 \
    placed_cell_area_mm2 0.0193 \
    p_switching_mw 0.140 \
    cellPowerDensity_mw_per_mm2 12.5 \
    gp_congestion 1.06 \
    cp-start-kind "input pin" \
    p_int_mw 0.101 \
    worst_slack_ns 31.44 \
    finalCritPeriodShare_pct 73.9 \
    grt_pass1_vias 17397 \
    die_x_um 192 \
    fmax_mhz 11.3 \
]
critical path: cells and delay by family:
kind	cells	cell delay [ns]
buffers and inverters	8	2.55
multiplexers	8	2.95
AND-OR/OR-AND	69	19.85
AND/OR/NAND/NOR	41	9.66
adder cells (fa/ha/maj)	18	5.64
routing by layer:
metal	wire (µm)	vias up	track usage [%]	part of all wire, %
met4	2690	4	12.3	3.9
met5	21	-	1.37	0.030
met1	30300	8726	57.3	44
met2	28800	942	56.6	41
li1	-	8853	-	-
met3	7580	156	11.2	11
placed cells by master (no fill, tap or decap), types with 9 or more instances in the layout:
cell	instances
nor4_1	12
a221oi_1	11
nor2_1	238
a21o_1	55
o21ai_0	111
nor2b_1	44
mux2_2	39
clkdlybuf4s50_1	64
nand2b_1	22
buf_4	69
nor3_1	62
a211oi_1	31
or2_2	17
and2_1	17
xor2_1	42
nand3_1	49
a21boi_0	9
a21oi_1	174
o211ai_1	29
and3_1	14
xnor2_1	111
a31oi_1	32
nand4_1	18
or3_1	23
mux2i_1	23
o21a_1	46
o31ai_1	17
a211o_1	12
fa_1	124
ha_1	313
nand2_1	258
inv_1	245
a2111oi_0	9
o22ai_1	15
power by group through the flow:
stage,logic (mW),registers (mW),clock network [mW]
finish,0.241,0,0
global route,0.269,0,0
CTS,0.239,0,0
cell families after synthesis:
kind of cell / Yosys count / synth area share [%]
multiplexers: 63 / 3.81
AND/OR/NAND/NOR: 812 / 21.2
buffers and inverters: 351 / 7.43
adder cells (fa/ha/maj): 437 / 35.6
AND-OR/OR-AND: 660 / 24.5
XOR/XNOR: 153 / 7.46
layout make-up:
cell class / count / area share (%)
inverters: 252 / 4.90
multi-input cells: 2125 / 86.1
repair buffers: 133 / 6.00
well taps: 461 / 2.99
worst min-delay path by stage:
stage,to,slack (ns),cells past startpoint
finish,result[0],49.28,5
global route,result[0],49.32,5
CTS,result[0],49.28,5
metrics by stage:
step                      hold slack (ns)  std cells
after floorplan                     48.27       2476
after global placement              49.26       2971
after detailed placement            49.26       2971
after CTS                           49.28       2971
after global routing                49.32       2971
final                               49.28       2971
Power and IR drop assume default switching activity.
